<file path="flow/config.mk">
export PLATFORM = sky130hd
export DESIGN_NAME = q1
export DESIGN_NICKNAME = q1
export VERILOG_FILES = /design/flow/design.v
export SDC_FILE = /design/flow/constraint.sdc
export NUM_CORES = 4
export LEC_CHECK = 1
export CORE_AREA = 10 10 70 70
export DIE_AREA = 0 0 80 80
</file>
<file path="flow/constraint.sdc">
current_design q1

set clk_period 1.0
set clk_io_pct 0.2

create_clock -name clk0 -period $clk_period [get_ports {clk}]

set non_clock_inputs [all_inputs -no_clocks]
set_input_delay [expr $clk_period * $clk_io_pct] -clock clk0 $non_clock_inputs
set_output_delay [expr $clk_period * $clk_io_pct] -clock clk0 [all_outputs]
</file>
<file path="flow/design.v">
module q1(
    input wire clk,
    input wire rst,
    input wire din,
    output reg y
);
parameter S0=2'b00, S1=2'b01, S2=2'b10, S3=2'b11;
reg [1:0] cur_state, next_state;
always @ (posedge clk) 
begin
    if(rst) cur_state <= S0;
    else cur_state <= next_state;
end
always @ (*) begin
    case(cur_state)
        S0: begin
            if(din) begin
                next_state = S1;
                y=0;
            end
            else begin
                next_state = S0;
                y=0;
            end
        end
        S1: begin
            if(din) begin
                next_state = S2;
                y=0;
            end
            else begin
                next_state = S0;
                y=0;
            end
        end
        S2: begin
            if(din) begin
                next_state = S2;
                y=0;
            end
            else begin
                next_state = S3;
                y=0;
            end
        end
        S3: begin
            if(din) begin
                next_state = S1;
                y=1;
            end
            else begin
                next_state = S0;
                y=0;
            end
        end
        default: begin
            next_state = cur_state;
            y=0;
        end
    endcase
end
endmodule
</file>
<file path="flow/run.sh">
#!/bin/bash
# OpenROAD 26Q1-2900-gdf79404cd8, Yosys 0.63+post, stock flow scripts
make -C /OpenROAD-flow-scripts/flow DESIGN_CONFIG=/design/flow/config.mk WORK_HOME=/design/flow/orfs finish
</file>
==> ci_impl_report.md <==
## PnR job results

| Metric | Value |
|---|---|
| Status | `finished clean` |
| Num Clock Sinks | `4` |
| First-pass GRT wire length | `around 460 um` |
| Ys cells | `13` |
| Worst slew pin tran | `0.189 ns` |
| Min Tclk post-route | `0.983 ns` |
| Final hold violations | `0` |
| Ratio of cells with drive above 1 in the final layout | `45.0%` |
| WP buf/inv | `1` |
| Vias in the first global route | `117` |
| Relative slew slack | `slightly below 90%` |
| Power Density | `1530 nW/um^2` |
| Clock Skew | `0.00232 ns` |
| CTS hold repair buffers | `0` |
| Initial Utilization | `4.03%` |
| Core area | `3420 um^2` |
| CTS Buf Count | `3` |
| # H-tree levels | `1` |
| Number of flip-flops under the largest register name | `4` |
| Grt total ovfl | `0` |
| Avg Vias per Cell | `between 1.5 and 2` |
| Vertical die size | `~80 um` |
| Post-Synth AOI/OAI Area | `under 10%` |
| CP arrival | `0.78 ns` |
| Top cells by area, synth | `dfxtp_1 (58%), nor2_1 (14%), nand2b_4 (10%), a21boi_2 (8.2%), nor3b_1 (5.5%)` |
| Routed wire per std cell | `4.55 um` |
| Chip Area, Yosys | `138 um^2` |
| Xor+xnor area frac | `0%` |
| CP Capture Type | `primary output` |
| Area Growth Syn to Fin | `88.2%` |
| Maxcap violations | `0` |
| Antenna Nets Post-Route | `0` |
| Initial antenna violation count | `0` |
| OpenROAD warnings | `27` |
| Io pins | `4` |
| Clk slew on worst S/H paths | `0.04 ns` |
| RSZ-0062 raised after global routing | `true` |
| Final wirelength | `roughly 300 um` |
| Buffers on Ports | `3` |
| CP Class | `reg -> out` |
| Maximum fanout along the worst path | `2` |
| Leak Pwr | `roughly 0.094 nW` |
| GPL Wtd Cong | `0.609` |
| Largest Register | `cur_state` |
| Largest area contributor in the netlist | `dfxtp_1` |
| Yosys warning count | `1` |
| Clk latency late pin | `0.23 ns` |
| Die ar. | `6400 um^2` |
| Cell variety after synth | `6` |
| Cycle use final | `98.3%` |
| Final-report max-slew violation count | `0` |
| Avg Cell Area, Syn | `10.6 um^2` |
| Mux area share | `0%` |
| Cell chain of the critical path | `and2_4 > buf_6` |
| Top cell area share | `58.2%` |
| Delay-heaviest family, CP | `flip-flops` |
| Post-route DRC | `0` |
| Fmax | `1020 MHz` |
| Fin Hold WS | `0.388 ns` |
| Post-DP HPWL | `249 um` |
| Crit path DRT | `0.80 ns` |
| Cell Area, Synth | `about 140 um^2` |
| Inserted Diodes | `0` |
| Top non-seq family | `simple AND/OR/NAND/NOR gates` |
| Ys flops | `4` |
| DRT iter0 DRCs | `0` |
| Final setup vio count | `0` |
| GR Util All Layers | `~1.1%` |
| Fin Setup TNS | `0 ns` |
| Rows | `21` |
| CP max-delay cell | `dfxtp_2` |
| Startpoint types | `register` |
| Post-synthesis simple-gate area fraction | `33.6%` |
| CTS tree | `yes` |
| Worst IR drop on VDD | `0.185 mV` |
| Maximum number of pins on one net before global-route repair | `4` |
| Sequential area share after synthesis | `58.2%` |
| Via count | `114` |
| Max incr delay on CP | `between 0.3 and 0.4 ns` |
| Max Root-Sink Buffers | `2` |
| Adders+Majority by Area | `0%` |
| Syn Inst Count | `13` |
| Root buffer cell | `clkbuf_4` |
| Hold crit path type | `in -> reg` |
| Biggest regs | `cur_state x4` |
| Iteration tally of the first detailed-router pass | `1` |
| DIE WIDTH | `80 um` |
routing by layer:
metal  share of wire, %  up-vias  track usage (%)
li1                   -       55                -
met1                 35       53            0.866
met2                 40        6             1.20
met3                 25        0             1.93
met4                  0        0            0.176
met5                  0        -                0
synth_stat cells, drive strengths merged:
cell type,instances
a21boi,1
dfxtp,4
nor2,5
nor3b,1
nand2b,1
and2,1
timing repair:
item,CTS,global route
pin swaps,1,0
setup buffers,0,0
resized,5,2
cloned,0,0
endpoints found under the setup margin,1,1
power by group:
| part | switching [mW] | internal [mW] |
|---|---|---|
| registers | 0.00267 | 0.169 |
| logic | 0.0129 | 0.0180 |
| clock network | 0.0607 | 0.134 |
| total | 0.0763 | 0.320 |
logic make-up (layout without fill, tap and decap cells):
kind of cell | count (synthesis) | count (layout)
buf+inv | 0 | 7
flops | 4 | 4
compound gates | 1 | 1
simple gates | 8 | 8
placed cells by master, fill, tap and decap left out:
master / instances
nand2b_4: 1
nor3b_1: 1
and2_4: 1
dfxtp_2: 1
dlygate4sd2_1: 1
a21boi_2: 1
buf_6: 1
clkbuf_4: 3
nor2_1: 5
clkdlybuf4s50_1: 1
dfxtp_1: 3
buf_4: 1
worst register-to-register path: cells and delay by family (launching register included):
family	cells	cell delay [ns]
AOI/OAI and AO/OA	1	0.07
DFF	1	0.31
and+or+nand+nor	1	0.17
per-stage QoR:
| step | power (mW) | setup slack (ns) | util [%] | area (um^2) | instances |
|---|---|---|---|---|---|
| after detailed placement | 0.206 | -0.469 | 6.81 | 233 | 63 |
| after CTS | 0.407 | -0.000869 | 7.33 | 250 | 66 |
| final | 0.397 | 0.0165 | 7.58 | 259 | 66 |
| after global placement | 0.204 | -0.463 | 6.81 | 233 | 63 |
| after global routing | 0.424 | -0.00680 | 7.58 | 259 | 66 |
| after floorplan | 0.188 | 0.396 | - | 138 | 13 |
cell type report:
class / instances / area [um^2]
fillers: 407 / 3160
flip-flops and latches: 4 / 81.3
multi-input cells: 9 / 60.1
well taps: 46 / 57.6
repair buffers: 4 / 37.5
clock buffers: 3 / 22.5
final timing paths:
kind | depth (start not counted) | startpoint | endpoint | slack (ns)
min reg2reg | 1 | cur_state[1] | cur_state[3] | 0.46
max | 2 | cur_state[3] | y | 0.02
max reg2reg | 2 | cur_state[3] | cur_state[0] | 0.33
min | 3 | din | cur_state[3] | 0.39
Power is estimated from default activity; no workload was simulated.
