==> /design/flow/design.v <==
module q3(
    input wire clk,
    input wire rst,
    input wire [1:0] coin,
    output reg dispense,
    output reg chg5
);
parameter S0=3'b000,
          S5=3'b001,
          S10=3'b010,
          S15=3'b011,
          S20=3'b100;
reg [2:0] cur_state, next_state;
always @ (posedge clk) begin
    if(rst) begin
        cur_state <= S0;
    end
    else begin
        cur_state <= next_state;
    end
end
always @ (*) begin
    dispense = 0;
    chg5 = 0;
    case(cur_state)
        S0: begin
            if(coin == 2'b01)       
                next_state = S5;
            else if(coin == 2'b10)  
                next_state = S10;
            else                    
                next_state = cur_state;
        end
        S5: begin
            if(coin == 2'b01)       
                next_state = S10;
            else if(coin == 2'b10)  
                next_state = S15;
            else                    
                next_state = cur_state;
        end
        S10: begin
            if(coin == 2'b01)       
                next_state = S15;
            else if(coin == 2'b10)  
                next_state = S20;
            else                    
                next_state = cur_state;
        end
        S15: begin
            if(coin == 2'b01) begin
                next_state = S20;
            end
            else if(coin == 2'b10) begin
                next_state = S0;
                dispense = 1;
                chg5 = 1;
            end
            else
                next_state = cur_state;
        end
        S20: begin
            next_state = S0;
            dispense = 1;
        end
        default: begin
            next_state = S0;
        end
    endcase
end
endmodule
==> /design/flow/run.sh <==
#!/bin/bash
# OpenROAD 26Q1-2900-gdf79404cd8, Yosys 0.63+post, stock flow scripts
make -C /OpenROAD-flow-scripts/flow DESIGN_CONFIG=/design/flow/config.mk WORK_HOME=/design/flow/orfs finish
==> /design/flow/config.mk <==
export PLATFORM = sky130hd
export DESIGN_NAME = q3
export DESIGN_NICKNAME = q3
export VERILOG_FILES = /design/flow/design.v
export SDC_FILE = /design/flow/constraint.sdc
export NUM_CORES = 4
export LEC_CHECK = 1
export CORE_AREA = 10 10 70 70
export DIE_AREA = 0 0 80 80
==> /design/flow/constraint.sdc <==
current_design q3

set clk_period 1.3
set clk_io_pct 0.2

create_clock -name clk0 -period $clk_period [get_ports {clk}]

set non_clock_inputs [all_inputs -no_clocks]
set_input_delay [expr $clk_period * $clk_io_pct] -clock clk0 $non_clock_inputs
set_output_delay [expr $clk_period * $clk_io_pct] -clock clk0 [all_outputs]
==> CHANGELOG.md <==
## Implementation

- Critical path's top delay family: flip-flops
- Placed Area: 402 sq um
- Vias in the first global route: ~250
- OpenROAD warnings: 26
- DRC Markers: 0
- RSZ-0062 raised after global routing: yes
- Crit-path most repeated cell: buf_6
- Synth area leader: dfxtp_1
- Final Max Tran Viols: 0
- Post-synth seq share: 0.357
- CP max-delay cell: dfxtp_2
- Worst Path Buf+Inv: 2
- Die H: 80 microns
- Max transition margin: 0.859
- Total wire length: between 600 and 700 microns
- Top-area cell share: 0.357
- Floorplan core density: 0.0821
- Share of layout cells above drive strength 1: 0.318
- CTS tree: done
- Syn-to-layout area delta: 64.7%
- Clock power frac: 0.424
- Pre-antenna DRT Iters: 3
- CP peak stage delay: around 0.32 ns
- Register name with the most flops: cur_state
- Switching portion of total power: 0.226
- Overall Global Routing Usage: 0.0202
- CP Launch Type: flop
- Die area: between 0.006 and 0.007 sq mm
- CTS Buffer Depth: 2
- Synth area leaders: dfxtp_1, mux2i_1, nand3b_1
- First-pass GRT wire length: around 1.0 mm
- CP required: 1.04 ns
- Clock transition at the registers of the reported paths: about 0.04 ns
- Worst-Margin Slew: 0.208 ns
- 1st-iter DRT viols: 9
- Worst Setup Path Type: flop to output port
- Hold Vio Cnt, Final: 0
- Synth top cell by count: dfxtp_1
- Final core occ: 0.135
- Boundary Pins: 6
- Crit path max fanout: 2
- Total CTS buffers: 3
- Comb power frac: 0.158
- Sw Pwr: 93.3 uW
- Synth async-reset ratio: 0
- Top FF cell, synth: dfxtp_1
- Fmax achieved: around 0.81 GHz
- Average wire per standard cell: 6.74 microns
- Total inserted antenna cells: 0
- DR vias/cell: 2.81
- Number of enable flip-flop cells: 0
- Number of flip-flops in the largest register: 5
- Status: complete, no violations
- HPWL after DPL: about 480 microns
- Pwr/cell area: 894 mW/mm^2
- Cell Rows: 21
- Cells after Synth: 30
- CTS H-tree lvls: 1
- IO buf count: 5
- Crit-path cells: nand3b_1, buf_6, nand2b_4, buf_6
- Vias: around 250
- Fin area: about 460 sq um
- Cells in synth_stat.txt: 30
- Post-synthesis register bit count: 5
- Cell variety after synth: 17
- Yosys stat chip area: ~280 sq um
- RePlAce Congestion: between 0.7 and 0.8
- Crit end category: output port
- Critical path arrival: just under 1 ns
- Gr ovfl total: 0
- Mean post-synth cell area: between 9 and 10 sq um
- Peak supply drop: 435 uV
- Yosys warning count: 1
- Final Critical Period: between 1 and 1.5 ns
- Regs by FF count: cur_state (5)
- P_leak: 0.000197 uW
- Hold Path Class: flop to flop
- Clk root buf: clkbuf_4
- Largest net degree at the start of global routing: 10
- Internal: around 320 uW
- Core area: about 0.0034 sq mm
- Final Skew: 0.00141 ns
- Synth cell count leaders: dfxtp_1, inv_1, mux2i_1, nand3b_1
- Final Cycle Share: 0.945
- Clk latency of the worst-skew pair: 0.24 ns
- Die W: ~80 microns
- Flop pwr share: 0.419
- Routed Antenna Nets: 0
- Initial antenna violation count: 0
- Max-Cap Viols: 0
- Cell Area, Synth: around 280 sq um
- Final setup fails: 0
- CTS sink count: 5
logic make-up after synthesis:
family | Yosys count | synth area share
buf+inv | 6 | 0.112
mux | 3 | 0.107
simple gates | 9 | 0.241
compound gates | 6 | 0.152
flops | 5 | 0.357
xor+xnor | 1 | 0.0313
timing repair:
| item | CTS | global route |
|---|---|---|
| gates cloned | 0 | 0 |
| buffers inserted | 2 | 1 |
| endpoints found under the setup margin | 2 | 1 |
| hold buffers | 0 | 0 |
| pin swaps | 1 | 0 |
| resized | 8 | 3 |
worst paths after layout:
path	startpoint	to	slack, ns	depth (start not counted)
worst max-delay path	cur_state[4]	dispense	0.07	4
worst min-delay path	cur_state[1]	cur_state[0]	0.48	2
worst max register to register	cur_state[3]	cur_state[4]	0.28	2
worst min register to register	cur_state[1]	cur_state[0]	0.48	2
through the flow:
step	setup slack, ns	total power [uW]	hold slack, ns	instances	TNS [ns]
6_report	0.0714	413	0.478	90	0
5_1_grt	-0.00371	441	0.512	90	-0.00371
4_1_cts	0.0347	415	0.470	89	0
3_5_place_dp	-0.475	237	0.463	83	-1.29
3_3_place_gp	-0.479	235	0.461	83	-1.23
2_1_floorplan	0.250	210	0.329	30	0
routing by layer:
| metal | part of all wire | wire (microns) | up-vias | GRT usage |
|---|---|---|---|---|
| li1 | - | - | 133 | - |
| met1 | 0.58 | 355 | 111 | 0.0294 |
| met2 | 0.29 | 177 | 9 | 0.0217 |
| met3 | 0.12 | 74 | 0 | 0.0170 |
| met4 | 0 | 0 | 0 | 0.00176 |
| met5 | 0 | 0 | - | 0 |
power by group through the flow:
| stage | combinational [uW] | clock [uW] | sequential, uW |
|---|---|---|---|
| CTS | 61.7 | 181 | 173 |
| global route | 72.3 | 195 | 174 |
| finish | 65.1 | 175 | 173 |
cells in the final DEF (no fill, tap or decap):
cell / Yosys / routed
dfxtp_2: 0 / 1
a21oi_1: 1 / 1
o311ai_1: 1 / 1
or4bb_1: 2 / 2
nor2_1: 1 / 1
o22ai_1: 1 / 1
a211oi_1: 1 / 1
buf_4: 0 / 6
a21boi_0: 1 / 1
or2_2: 1 / 1
nand2b_1: 2 / 1
xor2_1: 1 / 1
nand3b_1: 3 / 3
inv_1: 4 / 4
o211ai_1: 1 / 1
dfxtp_1: 5 / 4
clkbuf_4: 0 / 3
buf_6: 1 / 2
nand2b_4: 0 / 1
clkbuf_1: 0 / 1
dlygate4sd2_1: 0 / 2
clkdlybuf4s50_1: 0 / 1
clkdlybuf4s15_1: 0 / 1
mux2i_1: 3 / 3
worst reg2reg max path, delay by kind of cell, from the launching register on:
family | cells | cell delay [ns]
AND-OR/OR-AND | 1 | 0.09
AND/OR/NAND/NOR | 1 | 0.48
flip-flops | 1 | 0.35
final cells by class:
class | instances | area [sq um]
sequential | 5 | 101
tap | 46 | 57.6
fill | 403 | 2950
multi-input combinational | 19 | 156
timing repair buffer | 12 | 105
inverter | 4 | 15.0
clock buffer | 4 | 26.3
Power figures rest on the tool's default switching activity, not on a simulated workload.
